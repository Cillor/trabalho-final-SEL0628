## ./run.sh

```bash
#!/bin/bash
# OpenROAD 26Q1-2900-gdf79404cd8, Yosys 0.63+post, stock flow scripts
make -C /OpenROAD-flow-scripts/flow DESIGN_CONFIG=/design/flow/config.mk WORK_HOME=/design/flow/orfs finish
```

## ./config.mk

```make
export PLATFORM = sky130hd
export DESIGN_NAME = total_counter
export DESIGN_NICKNAME = total_counter
export VERILOG_FILES = /design/flow/design.v
export SDC_FILE = /design/flow/constraint.sdc
export NUM_CORES = 4
export LEC_CHECK = 1
export CORE_AREA = 10 10 94 94
export DIE_AREA = 0 0 104 104
```

## ./constraint.sdc

```tcl
current_design total_counter

set clk_period 1.5
set clk_io_pct 0.2

create_clock -name clk0 -period $clk_period [get_ports {clk}]

set non_clock_inputs [all_inputs -no_clocks]
set_input_delay [expr $clk_period * $clk_io_pct] -clock clk0 $non_clock_inputs
set_output_delay [expr $clk_period * $clk_io_pct] -clock clk0 [all_outputs]
```

## ./design.v

```verilog
`timescale 1 ns/100 ps   
module total_counter( output a0, b0, c0, d0, e0, f0, g0,     
                      output a1, b1, c1, d1, e1, f1, g1,     
                      output a2, b2, c2, d2, e2, f2, g2,     
                      output enb_machine,    
                      input enable,	 
                      input rst,	 
                      input ld,		 
                      input clk);	 
    wire enb_1, enb_2, enb_3, enb_4;
  	counter_block block0(a0, b0, c0, d0, e0, f0, g0, enb_1, enable, rst, clk, ld);	 
  	counter_block block1(a1, b1, c1, d1, e1, f1, g1, enb_2, enb_1, rst, clk, ld);	 
    and(enb_3, enb_2, enb_1);
  	counter_block block2(a2, b2, c2, d2, e2, f2, g2, enb_4, enb_3, rst, clk, ld);	 
    and(enb_machine, enb_4, enb_3);
endmodule
module reg_4bit (output [3:0] q,  
                 input ld,	 
                 input clk,	 
                 input [3:0] d);	 
  	always @(posedge clk) begin
		if (ld) begin	 
      		q = d;
    	end  
  	end
endmodule
module bcd27seg (output a, b, c, d, e, f, g, input [3:0] BCD); 
    wire nB2nB0, B2B0, nB1nB0, B1B0, nB2B1, B1nB0, B2nB1, B2nB0, B2nB1B0;
    wire [3:0] nBCD;  
    not (nBCD, BCD);
    and (B2nB1B0, BCD[2], nBCD[1], BCD[0]);
    and (nB2nB0, nBCD[2], nBCD[0]);
    and (nB1nB0, nBCD[1], nBCD[0]);
    and (nB2B1, nBCD[2], BCD[1]);
    and (B2nB1, BCD[2], nBCD[1]);
    and (B2nB0, BCD[2], nBCD[0]);
    and (B1nB0, BCD[1], nBCD[0]);
    and (B2B0, BCD[2], BCD[0]);
    and (B1B0, BCD[1], BCD[0]);
    or (a, BCD[3], BCD[1], nB2nB0, B2B0);
    or (b, nBCD[2], nB1nB0 , B1B0);
    or (c, BCD[2], nBCD[1], BCD[0]);
    or (d, BCD[3], nB2nB0 , nB2B1 , B1nB0, B2nB1B0);
    or (e, nB2nB0 , B1nB0);
    or (f, BCD[3], nB1nB0 , B2nB1, B2nB0);
    or (g, BCD[3], B1nB0 , nB2B1 , B2nB1);
endmodule
module counter_block( output a, b, c, d, e, f, g,	 
                      output enb_next,	 
                      input enb,	 
                      input rst,	 
                      input clk,	 
                      input ld);	 
    wire [3:0] bcd_out;	 
    wire [3:0] bcd_in;	 
  	counter_bcd cnt_bcd(bcd_in, enb_next, clk, enb, rst);	 
  	reg_4bit r4b(bcd_out, ld, clk, bcd_in);	 
    bcd27seg bcd_to_7seg(a, b, c, d, e, f, g, bcd_out);	 
endmodule
module counter_bcd( output reg [3:0] bcd,	 
                    output cnt_to_9,   	 
                    input clk,	 
                    input enb,	 
                    input rst);	 
	initial begin	 
    	bcd = 0;	 
    	cnt_to_9 = 1'b0;	 
  	end
    always @(posedge clk) begin
        if (rst) begin	 
        	bcd = 0;
        	cnt_to_9 = 1'b0; 
        end
		else if (enb) begin  
        	if (bcd == 9) begin		 
            	bcd = 0;
        	end else begin
            	bcd++;
        	end
        	cnt_to_9 = (bcd == 9)? 1'b1 : 1'b0;  
        end 
    end
endmodule
```

==> flow_summary_export.csv <==
group,metric,value,unit
routing,postRouteAntennaNets,0,
sta,rsz0062_at_grt,"yes",
critical_path,cpPeakStageDelay,0.51,ns
sta,worst_slew_pin_slew,0.2999,ns
die,row_count,30,
routing,viasPerCell,3.819,
die,io_pins,26,
placed_design,pre_cts_ws,-0.2395,ns
sta,period_used_share,1.153,
clock_tree,clock_sinks,27,
synth,ys_warn_count,6,
critical_path,critPathKind,"register to output pin",
routing,drt_first_pass_iters,2,
critical_path,critical_path_required,1.20,ns
global_route,grt_busiest_layer,"met2",
critical_path,critical_path.top_delay_family,"flip-flops",
clock_tree,tritoncts,"done",
critical_path,worst_setup_path_end_kind,"output pin",
synth,synthTopCellsByArea,"edfxtp_1 27%, dfxtp_1 22%, xor2_1 5.2%",
critical_path,path_cells,"nor2b_4 -> buf_6 -> and3b_1 -> o21bai_1 -> buf_2",
routing,drt_iter0_drc,30,
synth,post-synth-top-area-cell,"edfxtp_1",
global_route,gr-usage-met2,0.08829,
job,max-cap-violations,0,
sta,setup_slack,-0.2301,ns
critical_path,cp.arrival,1.43,ns
synth,yosys_area,1339,um^2
die,dieArea,10820,um^2
hold_path,min_path_type,"register to register",
global_route,antenna_found_initial,0,
global_route,grt_max_degree,16,
sta,hold_violations,0,
synth,yosys-stat-cells,138,
routing,drc,0,
outcome,outcome,"finished, violations left",
global_route,grt_pass1_wl,5002,um
clock_tree,clk_latency,0.27,ns
critical_path,crit_path_max_fanout,4,
global_route,use_met3,0.01504,
power_and_ir_drop,p_leak,0.8754,nW
final_layout,fillers,713,
global_route,overflow,0,
outcome,violations,"negative setup slack",
die,die_h,104,um
job,tool_warnings,27,
synth,synth_top_cell_by_count,"dfxtp_1",
placed_design,hpwl,1898,um
die,floorplan.core_util,0.1960,
synth,synthCells,138,
synth,ys_seq_elements,27,
clock_tree,cts_buffer_depth,2,
sta,min_period,1.730,ns
global_route,grt_usage,0.05299,
routing,routedWlPerCell,9.617,um
synth,flop_cell,"dfxtp_1",
clock_tree,cts_buffers,3,
final_layout,final_core_util,0.3137,
clock_tree,cts_max_level,1,
die,core_area,6832,um^2
synth,top_cell_area_share,0.2692,
sta,setup_viol,19,
power_and_ir_drop,ir_drop,0.0002886,V
sta,relSlewSlack,0.7996,
critical_path,start_kind,"register",
clock_tree,hold_buffers,0,
clock_tree,clk_pin_slew,0.09,ns
synth,synth-edff-count,12,
sta,slew_viol_final,0,
sta,finClkSkew,0.003265,ns
critical_path,crit_buf_inv,2,
synth,ys_seq_share,0.4935,
sta,max_freq,578.0,MHz
synth,avgSynthCellArea,9.701,um^2
placed_design,gp_congestion,0.8277,
die,die_w,104,um
global_route,grt_util_met1,0.06852,
sta,holdWs,0.4507,ns
placed_design,io_buffers,25,
synth,synthArstFlopShare,0,
synth,netlist_area,1339,um^2
power_and_ir_drop,p_per_area,678.2,nW/um^2
critical_path,crit_slowest_cell,"edfxtp_1",
routing,vias,1138,
clock_tree,clk_root_buffer_cell,"clkbuf_8",
final_layout,area_growth,60.09,%
synth,common_cells,"15 x dfxtp_1, 12 x edfxtp_1, 11 x nor2_1, 11 x nor2b_1, 10 x nand2b_1",
routing,drt-total-wl,2866,um
global_route,first_global_vias,1103,
final_layout,layout-drive-gt1-share,0.4356,
synth,yosysUniqueCellTypes,31,
routing,diodes,0,
[worst register-to-register path, cell delays in order, from the launching register on]
cell,delay (ns)
dfxtp_2,0.34
buf_4,0.16
nand3_1,0.14
or3_1,0.37
a21oi_1,0.14
[routing by layer]
layer / vias to the layer above / share of wire
li1: 601 / -
met4: 0 / 0
met2: 13 / 0.51
met3: 0 / 0.050
met5: - / 0
met1: 524 / 0.44
[state kept, by name, indices dropped and copies added (netlist names)]
register                 flops
block0.cnt_bcd.bcd           4
block0.cnt_bcd.cnt_to_9      1
block0.r4b.q                 4
block1.cnt_bcd.bcd           4
block1.cnt_bcd.cnt_to_9      1
block1.r4b.q                 4
block2.cnt_bcd.bcd           4
block2.cnt_bcd.cnt_to_9      1
block2.r4b.q                 4
[final cells by class]
cell class | instances | area (um^2) | share of cell area
clock buffers | 4 | 45.04 | 0.02102
inverters | 1 | 3.754 | 0.001751
multi-input cells | 105 | 757.0 | 0.3532
flip-flops and latches | 27 | 664.4 | 0.3100
well taps | 96 | 120.1 | 0.05604
repair buffers | 65 | 553.0 | 0.2580
[repair_timing]
item | in CTS | in global routing
buffers inserted | 23 | 3
pin swaps | 11 | 6
cloned | 0 | 0
gates resized | 110 | 10
hold endpoints to repair | 0 | 0
endpoints found under the setup margin | 22 | 21
[placed cells by master (no fill, tap or decap), drive strengths merged]
cell type / count
a21oi: 9
a31oi: 1
nor3b: 2
and3: 1
nand2b: 10
and4b: 2
o21bai: 3
dlygate4sd2: 1
a211o: 1
clkdlybuf4s50: 3
nor3: 2
or3b: 1
and3b: 3
xnor2: 6
xor2: 8
edfxtp: 12
inv: 1
nor2b: 11
nand3b: 1
nand4: 1
o31ai: 1
dfxtp: 15
nand2: 9
nand3: 6
or3: 4
buf: 61
nor2: 11
or2: 3
o21ai: 7
clkbuf: 4
and2b: 2
[metrics by stage]
stage | setup TNS (ns) | instance area, um^2 | instances | power, mW
floorplan | 0 | 1339 | 138 | 0.8859
global placement | -2.233 | 1831 | 272 | 1.012
detailed placement | -2.345 | 1831 | 272 | 1.013
global route | -3.740 | 2143 | 298 | 1.536
finish | -2.217 | 2143 | 298 | 1.454
CTS | -2.263 | 2097 | 297 | 1.455
[worst paths after layout]
check / end / cells past startpoint / start / slack, ns
worst max-delay path: d2 / 5 / block2.r4b.q[2] / -0.23
worst min-delay path: block2.cnt_bcd.cnt_to_9 / 2 / block2.cnt_bcd.cnt_to_9 / 0.45
worst max register to register: block2.cnt_bcd.bcd[3] / 4 / block0.cnt_bcd.cnt_to_9 / 0.29
worst min register to register: block2.cnt_bcd.cnt_to_9 / 2 / block2.cnt_bcd.cnt_to_9 / 0.45
[report_power, final]
group | switching (mW) | internal [mW] | total [mW]
sequential | 0.0224 | 0.787 | 0.809
combinational | 0.0846 | 0.163 | 0.248
clock | 0.206 | 0.190 | 0.396
total | 0.313 | 1.14 | 1.45
[cell families after synthesis]
kind of cell           after synthesis  synth area share
AND/OR/NAND/NOR                     69            0.2991
flip-flops                          27            0.4935
AND-OR/OR-AND                       22           0.09346
XOR/XNOR                            14           0.09159
buffers and inverters                6           0.02242
Power figures rest on the tool's default switching activity, not on a simulated workload.
