==> design/flow/design.v <==
`timescale 1 ns/100 ps	 
module state_machine( output ch_Vm,	 
                        output ch_ref,	 
                        output ch_zr,	 
                        output ld,	 
                        output rst,	 
                        output enb_cnt,	 
                        input start,	 
                        input clk,	 
                        input enb_machine,	 
                        input Vint_z);	 
	reg [1:0] next_state;	 
	reg operant;	 
  	initial begin	 
      next_state = 2'b00;
    end
  	always @(posedge clk) begin
    	if(start) begin
    		operant = 1'b1;  
    		rst = 1'b0;  
    		ch_zr = 1'b0;  
    	end
    	if(operant == 1'b1) begin
			case (next_state)
				2'b00: begin
					enb_cnt = 1'b1;	 
    				ch_Vm = 1'b1;	 
					next_state = 2'b01;	 
				end
				2'b01: begin
					if (enb_machine) begin
						ch_Vm = 1'b0;	 
    					ch_ref = 1'b1;	 
    					next_state = 2'b10;	 
					end
				end
				2'b10: begin
					if (Vint_z) begin
						enb_cnt = 1'b0;	 
    					ld = 1'b1;	 
    					ch_ref = 1'b0;	 
    					next_state = 2'b11;	 
					end
				end
				2'b11: begin
					ld = 1'b0;	 
    				rst = 1'b1;	 
    				ch_zr = 1'b1;	 
    				operant = 1'b0;	 
					next_state = 2'b00;  
				end
				default: begin
					next_state = 2'b00;	 
				end
			endcase
		end		
	end
endmodule
==> design/flow/run.sh <==
#!/bin/bash
# OpenROAD 26Q1-2900-gdf79404cd8, Yosys 0.63+post, stock flow scripts
make -C /OpenROAD-flow-scripts/flow DESIGN_CONFIG=/design/flow/config.mk WORK_HOME=/design/flow/orfs finish
==> design/flow/config.mk <==
export PLATFORM = sky130hd
export DESIGN_NAME = state_machine
export DESIGN_NICKNAME = state_machine
export VERILOG_FILES = /design/flow/design.v
export SDC_FILE = /design/flow/constraint.sdc
export NUM_CORES = 4
export LEC_CHECK = 1
export CORE_AREA = 10 10 70 70
export DIE_AREA = 0 0 80 80
==> design/flow/constraint.sdc <==
current_design state_machine

set clk_period 2.1
set clk_io_pct 0.2

create_clock -name clk0 -period $clk_period [get_ports {clk}]

set non_clock_inputs [all_inputs -no_clocks]
set_input_delay [expr $clk_period * $clk_io_pct] -clock clk0 $non_clock_inputs
set_output_delay [expr $clk_period * $clk_io_pct] -clock clk0 [all_outputs]
==> writeup.txt <==
For the worst reg-to-reg path, the endpoint reported by OpenROAD is ld. OpenROAD emitted warnings numbering 29. The count of cell types in the netlist was 14; the overall overflow remaining after global route was 0. After synthesis, the design contains 34 cells according to Yosys. The maximum clock path buffer count is 2.

The detail route stage leaves a number of antenna-violating nets equal to 0. After detailed routing, the average wire length per cell comes to 8.40 µm. For this configuration, the core starts out at a cell density of 12.3%. With the final RePlAce weighted congestion at 0.745, the worst hold-check slack is 452 ps. The run gives 0.222 nW for the static leakage.

For the maximum number of pins on one net before global-route repair, the log shows 7. Setup repair after global routing left no endpoint under its margin. The final critical-path required period works out to 1480 ps.

The tools report the timing endpoint of the critical path as ld. The reg-to-reg setup timing slack was 620 ps; the number of inserted filler cells in the final layout was 384. Chip area line of the yosys report: 422 µm².

The buffer_ports step reported a buffer count of 9. Instance area after placement: 569 µm². In this build the clock could be raised as far as 676 MHz.

The cell-mix breakdown from Yosys lists the simple-gate area share as 18.4%. The number of sinks handled by clock tree synthesis was 9; the post-route DRC violation count was 0. The first global-routing pass estimated 1.29 mm of wire.

The met2 demand-to-capacity share in global routing came out at 3.69%. Mean instance size in the synthesized netlist: 12.4 µm². Across all layers, the routed design uses 271 vias. The worst hold path belongs to the class reg2reg.

TritonCTS built the clock tree. After the flow finishes, the layout carries non-filler instances totaling 93. For this block, the initial DRC count from the detailed router was 5. The logs give 0 for the number of maximum-capacitance constraint violations and 89 for the number of instances in the placed design.

For the global-route track usage on met1, the log shows 2.67%. The relative area change from synthesis to final layout is 41.2%. The global-route layer with the greatest usage is met2. The run gives 422 µm² for the summed instance area of the synthesized netlist. The data arrival time of the worst path is 1410 ps.

The placeable core region was 0.00342 mm². Buffers inserted during clock tree synthesis total 3. Per Yosys stat, the portion of area used by sequential elements is 57.0%. The initial antenna violation count was 0; the clock tree skew after final layout was 2.40 ps. The synthesized netlist devotes 0% of its cell area to XOR and XNOR gates. The power density relative to cell area is 1430 mW/mm². The most common logic cell in the final layout is sky130_fd_sc_hd__clkdlybuf4s50_1. OpenSTA, run right after detailed placement, puts the worst setup slack at 398 ps. Per the synthesis report, the adder-cell share of the synthesized area is 14.8%. The start-to-end type of the worst setup path is reg2reg. STA classifies the critical path startpoint as a register.

For the pin with the worst max-slew slack, the measured transition is 314 ps. The run gives 4 for the maximum net fanout on the critical path. For the register area, the log shows 240 µm². For the number of global-route vias before repair, the log shows 293.

The tools report the start of the worst register-to-register path as next_state[0]. The synthesized design contains 9 register bits. The run gives 0 for the number of hold violations in the final report. For the final worst-path setup slack, the log shows 620 ps. Looking at the post-CTS report, the setup buffer insertion count equals 0.

Across the VDD grid, the largest voltage drop is 241 µV. The final timing report counts setup violations totalling 0. Pins over their slew limit in the final report were tallied at 0.

STA classifies the critical path endpoint as a register. For this run, the script counts the antenna cells in the layout as 0. The iteration count recorded for the first detailed-route pass is 3. In this run the horizontal extent of the chip is 80 µm.

10 I/O pins were placed. The critical path endpoint has a required time of 2030 ps. With the detailed-placement wirelength estimate at 665 µm, the worst-case reg-to-reg path depth is 4. The final report gives the standard cell area, fillers excluded, as 596 µm². The clock tree root driver cell was sky130_fd_sc_hd__clkbuf_4. The height of the die works out to 80 µm. The worst slew slack as a fraction of its limit was 78.9%. The synthesized instance count is 34. The global routing report lists met3 layer usage as 2.95%. The report lists the cells along the critical path as inv_1 -> ha_1 -> nor2b_2 -> nor4_1. The post-CTS hold buffer count recorded in the log is 0.

Ranking logic cells in the layout by count gives the top entries sky130_fd_sc_hd__clkdlybuf4s50_1, sky130_fd_sc_hd__inv_1, sky130_fd_sc_hd__edfxtp_1, sky130_fd_sc_hd__ha_1. The insertion delay of the later-clocked pin in the worst-skew pair is 250 ps. The setup TNS was 0 ps; the global routing usage summed across all routing layers was 2.62%. The logs give 0.00640 mm² for the chip footprint and 13 for the yosys synthesis warning count. For reference, the clock transition at the flip-flops on the worst setup and hold paths is 60 ps.

Yosys shows that the main logic family after synthesis is simple AND/OR/NAND/NOR gates. The final critical path takes up 70.5% of the cycle. The floorplan has 21 rows. The total area of multi-input combinational cells was 155 µm²; the aoi/oai-family share of the synthesized area was 3.56%. The run gives 400 ps for the maximum single-stage delay on the critical path. Per the STA report, the cell with the highest stage delay on the worst path is sky130_fd_sc_hd__edfxtp_1. The fraction of final layout cells with drive strength greater than 1 is 14.9%, and the total wirelength of the detailed-routed design is 781 µm. Tracing the worst setup path back leads to its startpoint at next_state[0].

The run gives 0 for the number of instances resized during post-cts repair. The run finished with clean final reports. The run gives 0% for the share of cell area taken by muxes after synthesis. The CTS H-tree depth came out at 1.

For this run, the detailed router reports a per-instance via density of 2.91.
[synth_stat cells (all sizes together)]
cell,number,area (µm²)
edfxtp,6,180
o21ai,3,15.0
nor4b,1,15.0
ha,5,62.6
nor2b,2,22.5
inv,7,26.3
nor4,3,18.8
or2,1,6.26
nor3,1,5.00
dfxtp,3,60.1
nor2,2,10.0
[how the worst min path moves through the flow]
stage | slack, ps | cells after the start | endpoint | startpoint
after CTS | 460 | 2 | ch_zr | ch_zr
after global routing | 510 | 2 | ch_zr | ch_zr
final | 450 | 2 | ch_zr | ch_zr
[flip-flops by register name (all words and copies together), names as in the netlist]
signal,flops
operant,1
ch_ref,1
ch_Vm,1
ld,1
next_state,2
rst,1
ch_zr,1
enb_cnt,1
[power by group]
group	switching [mW]	leakage (nW)	internal, mW	total, mW
logic	0.145	0.126	0.207	0.352
registers	0.0470	0.0806	0.323	0.370
clock network	0.0551	0.0150	0.0729	0.128
[critical path, delay by kind of cell, from the launching register on]
kind                       cells  cell delay [ps]
buffers and inverters          1               80
DFF                            1              400
adders and majority gates      1              240
and+or+nand+nor                2              430
[cell type report]
class,count,area share [%]
clock buffers,4,4.41
multi-input cells,18,26.1
inverters,7,4.41
repair buffers,9,15.1
flip-flops and latches,9,40.3
well taps,46,9.66
[per-layer routing]
layer  part of all wire, %  wire [µm]  vias up
li1                      -          -      142
met1                    43        336      118
met2                    38        294       11
met3                    19        150        0
met4                     0          0        0
met5                     0          0        -
[stage by stage]
stage | util, % | total power, mW
floorplan | - | 0.557
finish | 17.4 | 0.850
global placement | 16.7 | 0.728
detailed placement | 16.7 | 0.738
global route | 17.4 | 0.927
CTS | 17.4 | 0.873
[logic make-up after synthesis]
| group | Yosys count |
|---|---|
| AOI/OAI and AO/OA | 3 |
| adders and majority gates | 5 |
| buffers and inverters | 7 |
| DFF | 9 |
| and+or+nand+nor | 10 |
No activity file was given, so power comes from the tool's default toggle rates.
